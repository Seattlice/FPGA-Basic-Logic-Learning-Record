--- flow/constraint.sdc ---
current_design hex_top

set clk_period 6.6
set clk_io_pct 0.2

create_clock -name clk0 -period $clk_period [get_ports {clk}]

set non_clock_inputs [all_inputs -no_clocks]
set_input_delay [expr $clk_period * $clk_io_pct] -clock clk0 $non_clock_inputs
set_output_delay [expr $clk_period * $clk_io_pct] -clock clk0 [all_outputs]
--- flow/design.v ---
`timescale 1ns / 1ps
module bcd_8421
(
    input  wire                         sys_clk                    , 
    input  wire                         sys_rst_n                  , 
    input  wire        [  19: 0]        data                       , 
    output wire          [23:0]          bcd_data
 );
reg         [   3: 0]        unit                       ; 
reg         [   3: 0]        ten                        ; 
reg         [   3: 0]        hun                        ; 
reg         [   3: 0]        tho                        ; 
reg         [   3: 0]        t_tho                      ; 
reg         [   3: 0]        h_hun                       ; 
 reg [4:0] cnt_shift ;  
 reg [43:0] data_shift ;  
 reg shift_flag ;  
 always@(posedge sys_clk or negedge sys_rst_n)
    if(sys_rst_n == 1'b0)
        cnt_shift <= 5'd0;
    else if((cnt_shift == 5'd21) && (shift_flag == 1'b1))
        cnt_shift <= 5'd0;
    else if(shift_flag == 1'b1)
        cnt_shift <= cnt_shift + 1'b1;
    else
        cnt_shift <= cnt_shift;
 always@(posedge sys_clk or negedge sys_rst_n)
     if(sys_rst_n == 1'b0)
        data_shift <= 44'b0;
     else if(cnt_shift == 5'd0)
        data_shift <= {24'b0,data};
     else if((cnt_shift <= 20) && (shift_flag == 1'b0))
     begin
         data_shift[23:20] <= (data_shift[23:20] > 4) ?
         (data_shift[23:20] + 2'd3) : (data_shift[23:20]);
         data_shift[27:24] <= (data_shift[27:24] > 4) ?
         (data_shift[27:24] + 2'd3) : (data_shift[27:24]);
         data_shift[31:28] <= (data_shift[31:28] > 4) ?
         (data_shift[31:28] + 2'd3) : (data_shift[31:28]);
         data_shift[35:32] <= (data_shift[35:32] > 4) ?
         (data_shift[35:32] + 2'd3) : (data_shift[35:32]);
         data_shift[39:36] <= (data_shift[39:36] > 4) ?
         (data_shift[39:36] + 2'd3) : (data_shift[39:36]);
         data_shift[43:40] <= (data_shift[43:40] > 4) ?
         (data_shift[43:40] + 2'd3) : (data_shift[43:40]);
     end
     else if((cnt_shift <= 20) && (shift_flag == 1'b1))
        data_shift <= data_shift << 1;
     else
        data_shift <= data_shift;
 always@(posedge sys_clk or negedge sys_rst_n)
    if(sys_rst_n == 1'b0)
        shift_flag <= 1'b0;
    else
        shift_flag <= ~shift_flag;
 always@(posedge sys_clk or negedge sys_rst_n)
    if(sys_rst_n == 1'b0)
        begin
            unit <= 4'b0;
            ten <= 4'b0;
            hun <= 4'b0;
            tho <= 4'b0;
            t_tho <= 4'b0;
            h_hun <= 4'b0;
        end
    else if(cnt_shift == 5'd21)
        begin
            unit <= data_shift[23:20];
            ten <= data_shift[27:24];
            hun <= data_shift[31:28];
            tho <= data_shift[35:32];
            t_tho <= data_shift[39:36];
            h_hun <= data_shift[43:40];
        end
assign bcd_data = {h_hun,t_tho,tho,hun,ten,unit};
 endmodule
module hc595_driver(
	clk,   
	reset_n,
	seg,
	sel,
	RCLK,
	SRCLK,
	DIO
);
	input clk;
	input reset_n;
	input [7:0] sel;
	input [7:0] seg;
	output reg RCLK;
	output reg SRCLK;
	output reg DIO;
	wire reset;
	assign reset=~reset_n;
	parameter CLOCK_FREQ = 50_000_000;
	parameter SRCLK_FREQ = 12_500_000;
	parameter MCNT = CLOCK_FREQ/(SRCLK_FREQ * 2 )-1;
	reg [29:0] divider_cnt;
	always@(posedge clk or posedge reset)
	if(reset)
		divider_cnt <= 30'd0;
	else if(divider_cnt == MCNT)
		divider_cnt <= 30'd0;
	else
		divider_cnt <= divider_cnt + 1'b1;
    reg [4:0] cnt;
	always@(posedge clk or posedge reset)
	if(reset)
	   cnt <= 0;
    else if(divider_cnt == MCNT)
        cnt <= cnt + 1'd1;
    always@(posedge clk or posedge reset)
	if(reset) begin
	DIO<= 1'd0;
	SRCLK<=1'd0;
	RCLK <= 1'd0;
	end
	else begin
	   case(cnt)
	       0:begin DIO <= seg[7] ;SRCLK<=1'd0; RCLK <= 1'd1;end
	       1:begin SRCLK<=1'd1;RCLK <= 1'd0; end
	       2:begin DIO <= seg[6] ;SRCLK<=1'd0;end
	       3:begin SRCLK<=1'd1; end	
	       4:begin DIO <= seg[5] ;SRCLK<=1'd0;end
	       5:begin SRCLK<=1'd1; end	
	       6:begin DIO <= seg[4] ;SRCLK<=1'd0;end
	       7:begin SRCLK<=1'd1; end	
	       8:begin DIO <= seg[3] ;SRCLK<=1'd0;end
	       9:begin SRCLK<=1'd1; end	
	       10:begin DIO <= seg[2] ;SRCLK<=1'd0;end
	       11:begin SRCLK<=1'd1; end	
	       12:begin DIO <= seg[1] ;SRCLK<=1'd0;end
	       13:begin SRCLK<=1'd1; end	
	       14:begin DIO <= seg[0] ;SRCLK<=1'd0;end
	       15:begin SRCLK<=1'd1; end	
	       16:begin DIO <= sel[7] ;SRCLK<=1'd0;end
	       17:begin SRCLK<=1'd1; end	
	       18:begin DIO <= sel[6] ;SRCLK<=1'd0;end
	       19:begin SRCLK<=1'd1; end		
	       20:begin DIO <= sel[5] ;SRCLK<=1'd0;end
	       21:begin SRCLK<=1'd1; end		
	       22:begin DIO <= sel[4] ;SRCLK<=1'd0;end
	       23:begin SRCLK<=1'd1; end		
	       24:begin DIO <= sel[3] ;SRCLK<=1'd0;end
	       25:begin SRCLK<=1'd1; end		
	       26:begin DIO <= sel[2] ;SRCLK<=1'd0;end
	       27:begin SRCLK<=1'd1; end		
	       28:begin DIO <= sel[1] ;SRCLK<=1'd0;end
	       29:begin SRCLK<=1'd1; end	
	       30:begin DIO <= sel[0] ;SRCLK<=1'd0;end
	       31:begin SRCLK<=1'd1; end	
        endcase
        end
endmodule
module hex8(
	input wire clk,	 
	input wire reset_n,
	input wire en, 
	input wire   [23:0]  bcd_data,
	output reg [7:0] sel, 
	output reg [7:0] seg 
);
    wire reset;
	assign reset=~reset_n;
    wire [31:0] disp_data;
	assign disp_data = {8'd0,bcd_data};	
	parameter CLOCK_FREQ = 50_000_000;
	parameter TURE_FREQ = 1000;
	parameter MCNT = CLOCK_FREQ/TURE_FREQ -1;
	reg [29:0]divider_cnt; 
	reg [3:0]data_tmp; 
	always@(posedge clk or posedge reset)
	if(reset)
		divider_cnt <= 30'd0;
	else if(!en)
		divider_cnt <= 30'd0;
	else if(divider_cnt == MCNT)
		divider_cnt <= 30'd0;
	else
		divider_cnt <= divider_cnt + 1'b1;
    reg [2:0] cnt_sel;
	always@(posedge clk or posedge reset)
	if(reset)
	   cnt_sel <= 0;
    else if(divider_cnt == MCNT)
        cnt_sel <= cnt_sel + 1'd1;
    always@(posedge clk)
        case(cnt_sel)
            0:sel <= 8'b0000_0001;
            1:sel <= 8'b0000_0010;
            2:sel <= 8'b0000_0100;           
            3:sel <= 8'b0000_1000;
            4:sel <= 8'b0001_0000;
            5:sel <= 8'b0010_0000;
            6:sel <= 8'b0100_0000;
            7:sel <= 8'b1000_0000;
        endcase
	always@(*)
		case(cnt_sel)
			0:data_tmp = disp_data[3:0];
			1:data_tmp = disp_data[7:4];
			2:data_tmp = disp_data[11:8];
			3:data_tmp = disp_data[15:12];
			4:data_tmp = disp_data[19:16];
			5:data_tmp = disp_data[23:20];
			6:data_tmp = disp_data[27:24];
			7:data_tmp = disp_data[31:28];
			default:data_tmp = 4'b0000;
		endcase
	always@(*)
		case(data_tmp)
			4'h0:seg = 8'b1100_0000;
			4'h1:seg = 8'b1111_1001;
			4'h2:seg = 8'b1010_0100;
			4'h3:seg = 8'b1011_0000;
			4'h4:seg = 8'b1001_1001;
			4'h5:seg = 8'b1001_0010;
			4'h6:seg = 8'b1000_0010;
			4'h7:seg = 8'b1111_1000;
			4'h8:seg = 8'b1000_0000;
			4'h9:seg = 8'b1001_0000;
			4'ha:seg = 8'b1000_1000;
			4'hb:seg = 8'b1000_0011;
			4'hc:seg = 8'b1100_0110;
			4'hd:seg = 8'b1010_0001;
			4'he:seg = 8'b1000_0110;
			4'hf:seg = 8'b1000_1110;
		endcase
endmodule
module hex_top(
	input wire clk, 
	input wire reset_n,
	input wire [1:0] SW,
	output wire RCLK,
	output wire SRCLK,
	output wire DIO
);
	wire [7:0] sel; 
	wire [7:0] seg; 
	reg [19:0] data;
	wire          [23:0]          bcd_data;
	hc595_driver hc595_driver(
		.clk(clk),
		.reset_n(reset_n),
		.sel(sel),
		.seg(seg),
		.RCLK(RCLK),
		.SRCLK(SRCLK),
		.DIO(DIO)
	);
	hex8 hex8(
		.clk(clk),
		.reset_n(reset_n),
		.en(1'b1),
		.bcd_data(bcd_data),
		.sel(sel),
		.seg(seg)
	);
	bcd_8421 bcd_8421_inst
(
.sys_clk                    (clk), 
.sys_rst_n                  (reset_n), 
.data                       (data), 
.bcd_data                   (bcd_data)
 );
	always@(*)
	case(SW)
	   0:data <= 20'd123456;
	   1:data <= 20'd654321;
	   2:data <= 20'd666666;
	   3:data <= 20'd995461;
	   default:	data <= 20'd100000;
    endcase	   	
endmodule
--- flow/run.sh ---
#!/bin/bash
# OpenROAD 26Q1-2900-gdf79404cd8, Yosys 0.63+post, stock flow scripts
make -C /OpenROAD-flow-scripts/flow DESIGN_CONFIG=/design/flow/config.mk WORK_HOME=/design/flow/orfs finish
--- flow/config.mk ---
export PLATFORM = sky130hd
export DESIGN_NAME = hex_top
export DESIGN_NICKNAME = hex_top
export VERILOG_FILES = /design/flow/design.v
export SDC_FILE = /design/flow/constraint.sdc
export NUM_CORES = 4
export LEC_CHECK = 1
export CORE_UTILIZATION = 50
==> impl_metrics.ini <==
; physical design summary
[pwr]
p_leak_uw = 0.004002
vdd_drop_max_v = 0.0001849
powerDensity_nw_per_um2 = 266.0

[final_timing]
skew_ps = 7.705
clock.fmax_mhz = 285.8
tightestPinTransition_ps = 759.7
period_used_pct = 53.02
holdWs_ps = 457.9
setup_violations = 0
hold_violations = 0
rsz0062_at_grt = false
min_period_ps = 3499
slew_violations = 0
max_slew_margin_pct = 49.23
setup_tns_ps = 0

[critical_path]
worstSetupEndpointType = register
cpPeakStageDelay_ps = 510
crit_start = hex8.cnt_sel[2]
arrival_ps = 3790
cpMostUsedCell = ha_1
cp_max_fo = 15
worst_path_max_delay_cell = dfrtp_1
required_ps = 6890
rr_startpoint = hex8.cnt_sel[2]
worstPathCellList = inv_2 -> ha_1 -> or2_1 -> nor3_4 -> o31ai_2 -> inv_1 -> ha_1 -> nand2_1 -> o22ai_1 -> nor4b_2 -> o311ai_1 -> a2111oi_2 -> a211oi_2
critPathKind = register to register
start_kind = register

[placement]
hpwlAfterDp_mm = 10.85
gp_congestion = 0.8492
dp.cells = 1023
placed_cell_area_um2 = 8240
port_buffers = 6

[logic_synthesis]
netlist_area_um2 = 7990
avgSynthCellArea_um2 = 9.697
ys_types = 78
yosys.area.top_type = dfrtp_1
enable_flop_cells = 0
async_reset_ff_share_pct = 94.77
synthTopCellsByCount = 145 x dfrtp_1, 123 x nand2_1, 67 x o21ai_0, 62 x nor2_1
ff_type = dfrtp_1
ys_ff = 153
top_cell_area_share_pct = 45.41
yosysSeqAreaShare_pct = 47.42
ys_area_um2 = 7990
ys_cells = 824
most_common_cell = dfrtp_1
netlist_instances = 824
area_leaders = dfrtp_1 45%, nand2_1 5.8%, ha_1 5.6%, o21ai_0 4.2%, xnor2_1 3.9%
ys_warn_count = 4

[routing]
antenna_left = 0
wl_met2_mm = 6.870
firstDrtPassIters = 5
wl_mm = 15.75
antenna_cells = 0
top_layer = met4
met1_length_mm = 8.074
via_per_inst = 5.550
drtIter0Drc = 368
wl_per_cell_um = 14.93
routed-via-count = 5855
remaining_drc_errors = 0
met3_wirelength_um = 601

[global_routing]
grt_overflow = 0
antenna_found_initial = 0
grt_start_max_net_pins = 56
grtUsageTotal_pct = 21.53
grt_pass1_wl_mm = 27.63
grt_pass1_vias = 5595

[floorplan]
die-area_um2 = 16490
design.core.area_um2 = 15370
initCoreUtil_pct = 51.98
die_h_um = 128.4
ios = 7
rows = 45
die_width_um = 128.4

[layout]
drive_above_1_share_pct = 7.227
final_util_pct = 57.80
final_area_um2 = 8885
area_growth_pct = 11.20
instances_no_fill = 1055

[cts]
clock_sinks = 153
cts-root-buf = clkbuf_16
cts.path.max_buffers = 2
post-cts-setup-buffers = 0
htreeDepth = 4
numCtsBuffers = 17
clk_latency_ps = 410
ctsResizeCount = 0
hold_buffers = 0
cts_tree = yes
clk_transition_reported_paths_ps = 60

[flow_run]
warnings = 46
cap_viol_max_count = 0

[status]
outcome = finished, final reports clean

[worst_hold_path]
worstHoldStart = hex8.divider_cnt[29]
worstHoldPathType = register to register
[metrics by stage]
stage,worst slack (ps),power (uW)
floorplan,3470,1242
global placement,3125,1339
detailed placement,3069,1339
CTS,3082,2390
global route,2698,2477
finish,3101,2363
[layer usage]
metal | global-route usage (%) | up-vias
li1 | - | 2948
met1 | 36.97 | 2791
met2 | 30.97 | 101
met3 | 3.346 | 15
met4 | 2.768 | 0
met5 | 0 | -
[cell families after synthesis]
| group | after synthesis | share of synthesized area, % |
|---|---|---|
| flops | 153 | 47.42 |
| simple gates | 324 | 20.26 |
| mux | 10 | 1.644 |
| fa+ha+maj | 36 | 5.637 |
| compound gates | 178 | 14.95 |
| xor+xnor | 60 | 6.577 |
| buf+inv | 63 | 3.508 |
[worst paths after layout]
| kind | to | slack (ps) | cells past startpoint |
|---|---|---|---|
| setup / recovery | hc595_driver.DIO | 3100 | 13 |
| hold / removal | hex8.divider_cnt[29] | 460 | 1 |
| setup reg to reg | hc595_driver.DIO | 3100 | 13 |
| hold reg to reg | hex8.divider_cnt[29] | 460 | 1 |
| max in group asynchronous | bcd_8421_inst.shift_flag | 4700 | 2 |
| min in group asynchronous | hc595_driver.divider_cnt[22] | 850 | 1 |
[registers in the layout, indices dropped and copies added (netlist names), 3 cells and up]
name,count
bcd_8421_inst.data_shift,44
hc595_driver.divider_cnt,30
hex8.divider_cnt,30
hex8.sel,8
bcd_8421_inst.cnt_shift,5
hc595_driver.cnt,5
bcd_8421_inst.h_hun,4
bcd_8421_inst.hun,4
bcd_8421_inst.t_tho,4
bcd_8421_inst.ten,4
bcd_8421_inst.tho,4
bcd_8421_inst.unit,4
hex8.cnt_sel,3
[report_power, final]
group	total, uW	internal [uW]	switching [uW]	leakage [uW]
Sequential	1060	1010	55.0	0.00199
Clock	1040	684	359	0.000307
Combinational	257	108	149	0.00171
[cell type report]
cell class,count,area (um^2)
clock buffer,26,509.2
clock inverter,6,135.1
fill,1252,6486
inverter,37,141.4
multi-input combinational,608,3925
sequential,153,3789
tap,211,264.0
timing repair buffer,14,121.4
[critical path: cells and delay by family (launching register included)]
kind,cells,cell delay (ps)
AOI/OAI and AO/OA,5,1260
and+or+nand+nor,4,680
adders and majority gates,2,590
DFF,1,510
buffers and inverters,2,330
[placed cells by master, fill, tap and decap left out, types with 9 or more instances in the layout]
cell type,netlist,layout
a21oi_1,26,25
a22o_1,19,19
and3_1,10,10
clkbuf_16,0,17
dfrtp_1,145,145
ha_1,36,36
inv_1,35,35
nand2_1,123,123
nand3_1,27,27
nand4_1,20,20
nor2_1,62,62
nor2b_1,13,13
nor4_1,13,13
o21ai_0,67,67
o31ai_1,11,11
or3_1,9,9
xnor2_1,36,36
xor2_1,24,24
No activity file was given, so power comes from the tool's default toggle rates.
