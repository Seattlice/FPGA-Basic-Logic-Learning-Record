==> design/flow/design.v <==
`timescale 1ns / 1ps
`timescale 1ns / 1ps
module beep (
    input  wire                         sys_clk                    ,
    input  wire                         sys_rst_n                  ,
    input  wire                         pwm_gen_en                 ,
    input  wire        [  31: 0]        counter_arr                ,
    input  wire        [  31: 0]        counter_ccr                ,
    output reg                          pwm_out                     
);
    reg [31:0] beep_cnt; 
    always @(posedge sys_clk or negedge sys_rst_n) begin
        if(!sys_rst_n)
            beep_cnt <= 32'd0;
        else if(pwm_gen_en)begin
           if(beep_cnt == 32'd1)                 
                beep_cnt <= counter_arr;    
            else
                beep_cnt <= beep_cnt - 1'd1;     
        end
        else
            beep_cnt <= counter_arr;             
        end
    always @(posedge sys_clk or negedge sys_rst_n) begin  
        if(!sys_rst_n)
            pwm_out <= 1'd0;
        else if(beep_cnt <= counter_ccr)
            pwm_out <= 1'd1;
        else
            pwm_out <= 1'd0;
    end
endmodule
`timescale 1ns / 1ps
module pwm_top (
    input  wire                         sys_clk                    ,
    input  wire                         sys_rst_n                  ,
    output wire                         pwm_out                        
);
reg [31:0] counter_arr;      
wire [31:0] counter_ccr;     
reg [24:0] cnt_500ms;        
reg [2:0]  pitch_num;        
parameter CNT500MS_MAX  = 25'd25_000_000;
localparam  D1 = 1700668;   
localparam  D2 = 151515;
localparam  D3 = 142857;
localparam  D4 = 127227;
localparam  D5 = 113379;
localparam  D6 = 101010;
localparam  D7 = 89928;
assign counter_ccr = counter_arr >> 1;
    beep beep_inst(
        .sys_clk                            (sys_clk                   ),
        .sys_rst_n                          (sys_rst_n                 ),
        .pwm_gen_en                         (1'b1                      ),
        .counter_arr                        (counter_arr               ),
        .counter_ccr                        (counter_ccr               ),
        .pwm_out                            (pwm_out                   ) 
    );
    always @(posedge sys_clk or negedge sys_rst_n) begin
        if(!sys_rst_n)
            cnt_500ms <= 25'd0;
        else if(cnt_500ms == CNT500MS_MAX - 1'd1)
            cnt_500ms <= 25'd0;
        else
            cnt_500ms <= cnt_500ms + 1'd1;
        end
    always @(posedge sys_clk or negedge sys_rst_n) begin
        if(!sys_rst_n)
            pitch_num <= 3'd0;
        else if(cnt_500ms == CNT500MS_MAX - 1'd1)
            pitch_num <= pitch_num + 1'd1;
        else
            pitch_num <= pitch_num;
        end
    always @(posedge sys_clk or negedge sys_rst_n) begin
        if(!sys_rst_n)                              
            counter_arr <= 32'd1;                                         
        else begin
            case(pitch_num)
                3'd0:counter_arr <= 32'd1;
                3'd1:counter_arr <= D1;
                3'd2:counter_arr <= D2;
                3'd3:counter_arr <= D3;
                3'd4:counter_arr <= D4;
                3'd5:counter_arr <= D5;
                3'd6:counter_arr <= D6;
                3'd7:counter_arr <= D7;
                default:counter_arr <= 32'd1;
            endcase
        end   
        end                                          
endmodule
==> design/flow/run.sh <==
#!/bin/bash
# OpenROAD 26Q1-2900-gdf79404cd8, Yosys 0.63+post, stock flow scripts
make -C /OpenROAD-flow-scripts/flow DESIGN_CONFIG=/design/flow/config.mk WORK_HOME=/design/flow/orfs finish
==> design/flow/config.mk <==
export PLATFORM = sky130hd
export DESIGN_NAME = pwm_top
export DESIGN_NICKNAME = pwm_top
export VERILOG_FILES = /design/flow/design.v
export SDC_FILE = /design/flow/constraint.sdc
export NUM_CORES = 4
export LEC_CHECK = 1
export CORE_UTILIZATION = 30
==> design/flow/constraint.sdc <==
current_design pwm_top

set clk_period 4.3
set clk_io_pct 0.2

create_clock -name clk0 -period $clk_period [get_ports {sys_clk}]

set non_clock_inputs [all_inputs -no_clocks]
set_input_delay [expr $clk_period * $clk_io_pct] -clock clk0 $non_clock_inputs
set_output_delay [expr $clk_period * $clk_io_pct] -clock clk0 [all_outputs]
==> impl_metrics.yaml <==
# synthesis and place-and-route metrics
synth:
  netlist_area_sq_mm: 0.00419
  ys_area_sq_mm: 0.00419
  area_leaders: "dfrtp_1 46%, ha_1 8.4%, nor2_1 4.5%"
  avgSynthCellArea_sq_um: 9.71
  top_cell_area_share: 0.460
  syn_inst: 431
  edf_count: 0
  netlist.top_cell.by_area: "dfrtp_1"
  ys_seq_frac: 0.467
  yosys_cells: 431
  ys.flops: 78
  yosys_warnings: 2
  ff_type: "dfrtp_1"
  async_flop_share: 1.00
  synth.distinct_cells: 54
clock_tree:
  cts_hold_buf: 0
  post-cts-setup-buffers: 0
  cts_tree: "done"
  cts_max_path_buffers: 2
  root_buffer: "clkbuf_16"
  cts-buffers-inserted: 9
  postCtsResizedCells: 0
  cts_sinks: 78
  clock_latency_ps: 330
  clk_pin_slew_ps: 60
  htreeDepth: 3
final_timing:
  tightest_slew_ps: 770
  setup_viol: 0
  tns_ps: 0
  max_freq_mhz: 439
  maxSlewViolCount: 0
  grt_setup_unrepaired: "no"
  slew_headroom: 0.482
  skew_ps: 5.11
  fin_crit_sh: 0.530
  post-route-min-period_ps: 2280
  hold_viol_final: 0
cells_and_area:
  syn_to_final_growth_pct: 12.6
  drive_above_1_share: 0.0813
  stdcell_area_sq_mm: 0.00471
  finalNonFillerCells: 619
floorplanning:
  chip_area_sq_mm: 0.0144
  core_sq_mm: 0.0134
  std_cell_rows: 42
  die_y_um: 120
  die_w_um: 120
  ios: 3
  fp-utilization: 0.312
pwr:
  intPower_uw: 1200
  p_sw_uw: 290
  combPwrFrac: 0.010
  seqPwrFrac: 0.494
  clkPwrFrac: 0.495
  power_density_mw_per_mm2: 315
  switching_share: 0.195
  ir_drop_mv: 0.163
  finalPower_uw: 1490
  p_leak_uw: 0.00194
grt:
  grt_pass1_wl_um: 13800
  globalRouteOverflowTotal: 0
  first_global_vias: 2900
  grt_max_degree: 52
  grt_antenna_before_repair: 0
  grt_usage: 0.120
critical_path:
  cp-start-kind: "flop"
  crit_fanout: 9
  critPathArrivalTime_ps: 2500
  worstPathRequired_ps: 4520
  cp-end-kind: "flop"
  path_class: "flop to flop"
drt:
  n_antenna_cell: 0
  ant_nets: 0
  vias_per_cell: 4.83
  routedWlPerCell_um: 12.7
  num_vias: 2988
  drt-initial-drc-count: 232
  drt_first_pass_iters: 4
  route.detailed.drc: 0
  wl_um: 7880
placement:
  place_inst: 604
  place_area_sq_mm: 0.00442
  place.port_buffers: 2
  place_hpwl_um: 5560
  gp_congestion: 0.859
run:
  warnings: 31
  drv_cap: 0
hold_path:
  hp-class: "flop to flop"
run_status:
  status: "finished, final reports clean"
## worst max-delay path, cell delays in order, from the launching register on
cell     delay (ps)
dfrtp_1         420
or4_4           590
nor3_4          340
nand3_2         210
nor3_1          240
mux2_2          350
## cell usage in the layout, fill, tap and decap left out, types with 5 or more instances in the layout
master,n
dfrtp_1,77
nor2_1,50
nand2_1,39
ha_1,28
inv_1,27
a21oi_1,20
xnor2_1,20
xor2_1,18
o21ai_0,17
nand4_1,14
nand3_1,11
nor3_1,9
clkbuf_16,9
nor4_1,8
o21ai_1,7
and3_1,6
buf_4,6
or3_1,5
nand2b_1,5
o31ai_1,5
a31oi_1,5
## final timing paths
path	end	slack [ps]	from	depth (start not counted)
worst min register to register	cnt_500ms[19]	500	cnt_500ms[19]	1
min in group asynchronous	cnt_500ms[13]	550	sys_rst_n	1
max in group asynchronous	counter_arr[0]	2880	sys_rst_n	2
worst max-delay path	beep_inst.beep_cnt[29]	2020	beep_inst.beep_cnt[6]	5
worst min-delay path	cnt_500ms[19]	500	cnt_500ms[19]	1
worst max register to register	beep_inst.beep_cnt[29]	2020	beep_inst.beep_cnt[6]	5
## cells in the mapped netlist, types with 2 or more instances
| library cell | number |
|---|---|
| nand2_1 | 39 |
| o21ai_0 | 17 |
| mux2i_1 | 3 |
| a22oi_1 | 2 |
| dfrtp_1 | 77 |
| mux2_2 | 3 |
| and2_1 | 2 |
| nor2_1 | 50 |
| a21o_1 | 3 |
| nor2b_1 | 3 |
| or3_1 | 5 |
| inv_1 | 27 |
| nor3_1 | 9 |
| buf_2 | 2 |
| a31oi_1 | 5 |
| or4_1 | 2 |
| nand2b_1 | 5 |
| ha_1 | 28 |
| xor2_1 | 18 |
| nor3b_1 | 2 |
| nor4_1 | 8 |
| or4_4 | 2 |
| nor4_2 | 3 |
| a21oi_1 | 20 |
| o41ai_1 | 2 |
| clkbuf_1 | 7 |
| nand3_1 | 11 |
| xnor2_1 | 20 |
| o31ai_1 | 5 |
| nand4_1 | 14 |
| and3_1 | 6 |
| nor4b_1 | 2 |
| o21ai_1 | 7 |
| o21a_1 | 2 |
## layer usage
metal  global-route usage  share of wire
met4              0.00703         0.0072
met2                0.180           0.43
met3               0.0325          0.046
met5                    0              0
met1                0.187           0.52
## sequential cells by signal, indices dropped and copies added (netlist names)
| signal | cells |
|---|---|
| cnt_500ms | 25 |
| pitch_num | 3 |
| counter_arr | 17 |
| beep_inst.pwm_out | 1 |
| beep_inst.beep_cnt | 32 |
## stage by stage
stage | hold slack (ps) | setup WS, ps | util
after floorplan | 438 | 2220 | -
after global placement | 481 | 2060 | 0.330
after detailed placement | 488 | 2020 | 0.330
after CTS | 502 | 2010 | 0.352
after global routing | 515 | 1840 | 0.352
final | 498 | 2020 | 0.352
## final cells by class
cell class	count	area, sq um
inverters	27	101
well taps	176	220
repair buffers	7	55.1
flip-flops and latches	78	1950
clock buffers	11	243
multi-input cells	316	2090
fillers	1296	8690
clock inverters	4	47.5
## power by group through the flow
stage / clock network (uW) / registers, uW / logic, uW
5_1_grt: 788 / 734 / 18.5
4_1_cts: 754 / 734 / 16.3
6_report: 736 / 734 / 15.2
## kinds of logic after synthesis
logic type,after synthesis,synth area share
simple gates,174,0.220
flops,78,0.467
compound gates,70,0.101
xor+xnor,38,0.0795
buf+inv,37,0.0338
fa+ha+maj,28,0.0837
mux,6,0.0152
No activity file was given, so power comes from the tool's default toggle rates.
