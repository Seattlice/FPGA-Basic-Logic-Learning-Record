**./config.mk**
```make
export PLATFORM = sky130hd
export DESIGN_NAME = key_control
export DESIGN_NICKNAME = key_control
export VERILOG_FILES = /design/flow/design.v
export SDC_FILE = /design/flow/constraint.sdc
export NUM_CORES = 4
export LEC_CHECK = 1
export CORE_UTILIZATION = 30
```
**./constraint.sdc**
```tcl
current_design key_control

set clk_period 4.8
set clk_io_pct 0.2

create_clock -name clk0 -period $clk_period [get_ports {clk}]

set non_clock_inputs [all_inputs -no_clocks]
set_input_delay [expr $clk_period * $clk_io_pct] -clock clk0 $non_clock_inputs
set_output_delay [expr $clk_period * $clk_io_pct] -clock clk0 [all_outputs]
```
**./design.v**
```verilog
`timescale 1ns / 1ps
`timescale 1ns / 1ps
module key_control(
input wire clk,
input wire reset_n,
input wire key_in0, 
input wire key_in1, 
input wire key_in2, 
input wire key_in3, 
input wire key_in4, 
output wire  [5:0]   wave_sel,
output wire  [3:0]   mode_sel,    
output wire  [8:0]   F, 
output wire  [10:0]  T, 
output wire  [6:0]   Z, 
output wire  [23:0]  disp_data
);
wire key_wave,key_mode,key_F,key_T,key_Z;
key_fliter  #(
     .CNT_MAX(20'd999_999)
)key_fliter_inst0
(
.sys_clk                    (clk),
.sys_rst_n                  (reset_n),
.key_in                     (key_in0),
.key_flag                    (key_wave)
);
key_fliter  #(
     .CNT_MAX(20'd999_999)
)key_fliter_inst1
(
.sys_clk                    (clk),
.sys_rst_n                  (reset_n),
.key_in                     (key_in1),
.key_flag                    (key_mode)
);
key_fliter  #(
     .CNT_MAX(20'd999_999)
)key_fliter_inst2
(
.sys_clk                    (clk),
.sys_rst_n                  (reset_n),
.key_in                     (key_in2),
.key_flag                    (key_F)
);
key_fliter  #(
     .CNT_MAX(20'd999_999)
)key_fliter_inst3
(
.sys_clk                    (clk),
.sys_rst_n                  (reset_n),
.key_in                     (key_in3),
.key_flag                    (key_T)
);
key_fliter  #(
     .CNT_MAX(20'd999_999)
)key_fliter_inst4
(
.sys_clk                    (clk),
.sys_rst_n                  (reset_n),
.key_in                     (key_in4),
.key_flag                    (key_Z)
);
para_con para_con_inst(
.clk                (clk),  
.reset_n            (reset_n),  
.key_wave            (key_wave), 
.key_mode            (key_mode), 
.key_F               (key_F), 
.key_T               (key_T), 
.key_Z                (key_Z),  
.wave_sel                   (wave_sel),
.mode_sel                   (mode_sel),
.F                          (F), 
.T                          (T), 
.Z                          (Z), 
    );
endmodule
module key_fliter #(
    parameter CNT_MAX = 20'd999_999
)
(
    input  wire                         sys_clk                    ,
    input  wire                         sys_rst_n                  ,
    input  wire                         key_in                     ,
    output reg                         key_flag                    
);
reg [19:0]  cnt_20ms;
always @(posedge sys_clk or negedge sys_rst_n) begin
    if(!sys_rst_n)
        cnt_20ms <= 20'd0;
    else if(key_in == 1'b1)
        cnt_20ms <= 20'd0;
    else if(cnt_20ms == CNT_MAX)
        cnt_20ms <= CNT_MAX;
    else 
        cnt_20ms <= cnt_20ms + 1'b1;
end    
always @(posedge sys_clk or negedge sys_rst_n) begin
    if(!sys_rst_n)
        key_flag <= 1'b0;
    else if(cnt_20ms == (CNT_MAX - 20'd1))
        key_flag <= 1'b1;
    else
        key_flag <= 1'b0;
end
endmodule
`timescale 1ns / 1ps
module para_con(
    input wire clk,  
    input wire reset_n,  
    input wire key_wave, 
    input wire key_mode, 
    input wire key_F, 
    input wire key_T, 
    input wire key_Z, 
    output reg  [5:0]   wave_sel,
    output reg  [3:0]   mode_sel,    
    output reg  [8:0]   F, 
    output reg  [10:0]  T, 
    output reg  [6:0]   Z, 
    output reg  [23:0]  disp_data       
    );
always@(posedge clk or negedge reset_n)
    if(!reset_n)
        wave_sel <= 6'b000_001;
    else if(key_wave)
        wave_sel <= wave_sel << 1;
    else if(wave_sel == 6'b000_000)
        wave_sel <= 6'b000_001;
    else
        wave_sel <= wave_sel;
always@(posedge clk or negedge reset_n)
    if(!reset_n)
        mode_sel <= 4'b0001;
    else if(key_mode)
        mode_sel <= mode_sel << 1;
    else if(mode_sel == 4'b0)
        mode_sel <= 4'b0001;
    else 
         mode_sel <= mode_sel;
always@(posedge clk or negedge reset_n)
    if(!reset_n)
        F <= 9'd10;
    else if(key_F)
        F <= F + 9'd10;
    else if(F == 9'd300)
        F <= 9'd10;
    else
        F <= F ;
always@(posedge clk or negedge reset_n)
    if(!reset_n)
        T <= 11'd10;
    else if(key_T)
        T <= F + 11'd10;
    else if(T == 11'd800)
        T <= 11'd10;
    else
        T <= T ;
always@(posedge clk or negedge reset_n)
    if(!reset_n)
        Z <= 7'd2;
    else if(key_Z)
        Z <= Z + 1'd1;
    else if(Z == 7'd20)
        Z <= 7'd2;
    else
        Z <= Z ;    
reg [2:0] flag; 
always@(posedge clk or negedge reset_n)
    if(!reset_n)
        flag <= 3'd0;
    else if(key_wave)
        flag <= 3'd0;
    else if(key_mode)
        flag <= 3'd1;
    else if(key_F)
        flag <= 3'd2;
    else if(key_T)
        flag <= 3'd3;
    else if(key_Z)
        flag <= 3'd4;
    else
        flag <= flag;
reg [2:0] cnt_wave;
always@(posedge clk or negedge reset_n)
    if(!reset_n)
        cnt_wave <= 3'd0;
    else 
        case (wave_sel)
            6'b000_001:cnt_wave <= 3'd1;
            6'b000_010:cnt_wave <= 3'd2;
            6'b000_100:cnt_wave <= 3'd3;
            6'b001_000:cnt_wave <= 3'd4;
            6'b010_000:cnt_wave <= 3'd5;
            6'b100_000:cnt_wave <= 3'd6;
            default: cnt_wave <= 3'b1;
        endcase
reg [2:0] cnt_mode;
always@(posedge clk or negedge reset_n)
    if(!reset_n)
        cnt_mode <= 3'd0;
    else 
        case (wave_sel)
            4'b0_001:cnt_mode <= 3'd1;
            4'b0_010:cnt_mode <= 3'd2;
            4'b0_100:cnt_mode <= 3'd3;
            4'b1_000:cnt_mode <= 3'd4;
            default: cnt_mode <= 3'b0;
        endcase
always@(posedge clk or negedge reset_n)
    if(!reset_n)
        disp_data <= 24'd0;
    else
        case (flag)
            3'd0: disp_data <= cnt_wave;
            3'd1: disp_data <= cnt_mode;
            3'd2: disp_data <= F;
            3'd3: disp_data <= T;
            3'd4: disp_data <= Z;
            default: disp_data <= 24'b0;
        endcase
endmodule
```
**./run.sh**
```bash
#!/bin/bash
# OpenROAD 26Q1-2900-gdf79404cd8, Yosys 0.63+post, stock flow scripts
make -C /OpenROAD-flow-scripts/flow DESIGN_CONFIG=/design/flow/config.mk WORK_HOME=/design/flow/orfs finish
```
==> flow_metrics.py <==
# Flow results
metrics = {
    "sta": {
        "final.setup_skew_ns": 0.0123,
        "slew-limit-headroom_pct": 44.7,
        "setup_repair_after_global_routing_missed_its_margin": "false",
        "worstMarginPinSlew_ns": 0.822,
        "setup-violations-final": 0,
        "hold_viol": 0,
        "period_minus_slack_ns": 2.51,
        "setup_tns_ns": 0,
        "slew_violations": 0,
        "finalClockPeriodUsage_pct": 52.3,
        "fmax_mhz": 398,
    },
    "worst_hold_path": {
        "hold_path.class": "reg2reg",
        "timing.hold.worst_path_depth": 1,
        "min-delay-start": "key_fliter_inst1.key_flag",
        "hold_path_end": "para_con_inst.mode_sel[0]",
    },
    "drt": {
        "post-route-drc-count": 0,
        "detail_route.wirelength_um": 14400,
        "number_of_diodes_added_for_antenna_fixing": 0,
        "via_count": 5327,
        "first_iter_violations": 305,
        "post_dr_vias_cell": 4.84,
        "routed_length_per_placed_instance_um": 13.1,
        "first_pass_detailed_route_iteration_total": 6,
        "drtAntennaViolNets": 0,
    },
    "die": {
        "core-area_sq_mm": 0.0234,
        "die_height_um": 156,
        "die_width_um": 156,
        "initial_core_util_pct": 30.5,
        "top_level_ports": 68,
        "chip_area_sq_mm": 0.0244,
        "placementRows": 56,
    },
    "logic_synthesis": {
        "edf_count": 0,
        "synth.ff_latch_count": 139,
        "synthesis.instances": 724,
        "most_frequently_used_flop_master_after_synthesis": "sky130_fd_sc_hd__dfrtp_1",
        "yosys_area_sq_mm": 0.00714,
        "post_synth_num_cell_types": 55,
        "ys_warn_count": 26,
        "avgSynthCellArea_sq_um": 9.86,
        "yosys.stat.seqShare_pct": 48.8,
        "syn-cell-area_sq_mm": 0.00714,
        "yosys_cell_count": 724,
        "async_set_or_reset_register_ratio_after_synthesis_pct": 100,
    },
    "grt": {
        "gr-usage-met3_pct": 3.02,
        "first_global_vias": 4873,
        "grt.busiest_layer": "met1",
        "globalRouteTotalUtil_pct": 12.5,
        "met1_usage_pct": 19.4,
        "pin_count_of_the_biggest_net_entering_global_routing": 77,
        "wire_length_of_the_first_global_routing_pass_um": 24400,
        "met2_track_usage_gr_pct": 18.3,
        "grt_overflow_total": 0,
        "grt_antenna_before_repair": 0,
    },
    "power": {
        "comb_power_share_pct": 2.8,
        "power.clock.fraction_pct": 52.2,
        "seqPwrFrac_pct": 45.1,
        "swShare_pct": 21.6,
        "static_power_due_to_leakage_nw": 3.37,
        "vdd_drop_max_v": 0.000211,
        "p_int_mw": 2.10,
        "pwr_density_cell_mw_per_mm2": 318,
        "power.net_switching_uw": 578,
    },
    "finish": {
        "finish.instance_area_sq_mm": 0.00842,
        "nFillCells": 2332,
        "area.growth.synth_to_final_pct": 17.9,
        "post_route_cells_drive_above_1_share_pct": 9.09,
    },
    "critical_path": {
        "timing.reg2reg.setup_slack_ns": 2.59,
        "worstRegToRegCells": 5,
        "worstSetupStartpointType": "register",
        "worstPathMaxFanout": 7,
        "cpMaxStageDelayCell": "sky130_fd_sc_hd__dfstp_2",
        "timing.setup.critical_path_class": "reg2out",
        "startpoint_of_the_worst_slack_reg_to_reg_timing_path": "key_fliter_inst4.cnt_20ms[0]",
        "reg_to_reg_endpoint": "key_fliter_inst4.cnt_20ms[18]",
        "critPathArrivalTime_ns": 1.55,
        "critPathBufInv": 1,
        "path_delay_family": "flip-flops",
        "worst_setup_path_startpoint": "para_con_inst.F[3]",
        "timing.critical_path.cells": "clkdlybuf4s50_1",
        "cp_slowest_stage_delay_ns": 0.60,
        "timing.critical_path.required_ns": 3.84,
        "endpoint_kind": "output port",
    },
    "clock_tree": {
        "cts_made_buffers": 17,
        "root_buffer": "sky130_fd_sc_hd__clkbuf_16",
        "tritoncts": "built",
        "cts_htree_levels": 4,
        "cts_repair_resized_insts": 0,
        "post-cts-setup-buffers": 0,
        "clock_insertion_delay_worst_skew_ns": 0.41,
        "cts_hold_buf": 0,
        "path_clk_slew_ns": 0.06,
        "cts_max_path_buffers": 2,
        "clock_sinks": 139,
    },
    "job": {
        "log.warning_count": 31,
        "timing.max_cap.violations": 0,
    },
    "placed_design": {
        "placement.io_buffers": 40,
        "placedInstanceArea_sq_mm": 0.00779,
        "gpl.final_weighted_congestion": 0.852,
        "place.detailed.hpwl_um": 9850,
    },
    "run_status": {
        "status": "complete, no violations",
    },
}
## power groups by stage
stage	Combinational [mW]	Clock, mW	Sequential [mW]
final	0.0740	1.40	1.21
after global routing	0.0895	1.48	1.21
after CTS	0.0775	1.43	1.21
## per-stage QoR
step | util (%) | cells | power [mW] | worst slack, ns | hold WS, ns
3_5_place_dp | 33.3 | 1068 | 1.30 | 2.48 | 0.469
2_1_floorplan | - | 750 | 1.28 | 2.74 | 0.434
3_3_place_gp | 33.3 | 1068 | 1.30 | 2.46 | 0.456
5_1_grt | 36.0 | 1100 | 2.78 | 2.22 | 0.516
6_report | 36.0 | 1100 | 2.68 | 2.29 | 0.470
4_1_cts | 36.0 | 1100 | 2.72 | 2.26 | 0.478
## layout by cell type, fill, tap and decap left out, types with 6 or more instances in the layout
cell                              count
sky130_fd_sc_hd__o31ai_1             10
sky130_fd_sc_hd__nand4_1             29
sky130_fd_sc_hd__nand3_1             34
sky130_fd_sc_hd__nand3b_1             6
sky130_fd_sc_hd__mux2_2              14
sky130_fd_sc_hd__nor2_1              70
sky130_fd_sc_hd__dfrtp_1            132
sky130_fd_sc_hd__nand2_1             52
sky130_fd_sc_hd__dfstp_2              7
sky130_fd_sc_hd__and4_1              12
sky130_fd_sc_hd__ha_1                13
sky130_fd_sc_hd__nor4_1              20
sky130_fd_sc_hd__conb_1              27
sky130_fd_sc_hd__clkbuf_16           17
sky130_fd_sc_hd__or4_1               17
sky130_fd_sc_hd__clkdlybuf4s50_1     39
sky130_fd_sc_hd__xnor2_1             39
sky130_fd_sc_hd__nor3_1              21
sky130_fd_sc_hd__xor2_1              28
sky130_fd_sc_hd__or3_1               12
sky130_fd_sc_hd__a21oi_1             56
sky130_fd_sc_hd__o21ai_0             16
sky130_fd_sc_hd__and3_1               7
sky130_fd_sc_hd__inv_1               21
## flip-flops by register name, indices dropped and copies added, names as in the netlist, 6 cells and up
name,flops
para_con_inst.wave_sel,6
para_con_inst.T,9
key_fliter_inst1.cnt_20ms,20
key_fliter_inst3.cnt_20ms,20
key_fliter_inst0.cnt_20ms,20
key_fliter_inst4.cnt_20ms,20
key_fliter_inst2.cnt_20ms,20
para_con_inst.Z,7
para_con_inst.F,8
## final cells by class
cell class	count	area [sq um]	share of cell area, %
clock buffers	20	447	5.31
clock inverters	12	186	2.21
inverters	21	78.8	0.936
multi-input cells	547	3400	40.4
flip-flops and latches	139	3490	41.4
well taps	319	399	4.74
repair buffers	42	417	4.95
## cells by family after synthesis
family | count (synthesis) | synth area share, %
flops | 139 | 48.8
other cells | 1 | 0.0525
simple gates | 313 | 23.9
xor+xnor | 67 | 8.22
compound gates | 112 | 9.48
fa+ha+maj | 13 | 2.28
mux | 15 | 2.35
buf+inv | 64 | 4.87
## cells in the mapped netlist, drive strengths merged, types with 12 or more instances
master    n  area, sq um
dfrtp   132         3300
nor2     70          263
a21oi    56          280
nand2    52          195
xnor2    39          342
nand3    36          198
nand4    29          181
buf      28          208
xor2     28          245
inv      21         78.8
nor3     21          105
nor4     20          125
or4      18          139
o21ai    16         80.1
clkbuf   14         52.6
mux2     14          158
or3      14         90.1
ha       13          163
and4     12          105
## routing by layer
layer	share of wire [%]	vias to the layer above
met3	5.0	8
met4	0.73	0
li1	-	2660
met1	50	2571
met5	0	-
met2	44	88
## worst max path at each step
stage	end	slack, ns	cells past startpoint
after CTS	F[3]	2.26	1
after global routing	F[3]	2.22	1
final	F[3]	2.29	1
Power figures rest on the tool's default switching activity, not on a simulated workload.
